[./run.sh]
#!/bin/bash
# OpenROAD 26Q1-2900-gdf79404cd8, Yosys 0.63+post, stock flow scripts
make -C /OpenROAD-flow-scripts/flow DESIGN_CONFIG=/design/flow/config.mk WORK_HOME=/design/flow/orfs finish
[./constraint.sdc]
current_design SORTING

set clk_period 4.5
set clk_io_pct 0.2

create_clock -name clk0 -period $clk_period [get_ports {clk}]

set non_clock_inputs [all_inputs -no_clocks]
set_input_delay [expr $clk_period * $clk_io_pct] -clock clk0 $non_clock_inputs
set_output_delay [expr $clk_period * $clk_io_pct] -clock clk0 [all_outputs]
[./design.v]
module SORTING(
    clk,
    rst_n,
    start_sorting,
    out_r,
    out_i,
    answer,
    seq
);
integer               i, j, next_j;
input                 clk, rst_n, start_sorting;                  
reg                   sort, next_sort, finish, n_seq;
reg            [3:0]  count, next_count;
input  signed  [7:0] out_r;
input  signed  [7:0] out_i;
output reg signed  [7:0] answer;
output reg            seq;
reg    signed  [7:0] result[0:31];
reg    signed  [7:0] prev_out_r;
reg    signed  [7:0] prev_out_i;
reg    signed  [7:0] next_result_r[0:15];
reg    signed  [7:0] next_result_i[0:15];
always@(*) begin
    next_sort = sort;
    n_seq = seq;
    if(seq) begin
        next_j = j;
    end
    if(next_sort) begin
        next_count = count;
        case(next_count)
            4'd0 : begin
                next_result_r[0] = prev_out_r;
                next_result_i[0] = prev_out_i;
            end
            4'd1 : begin
                next_result_r[8] = prev_out_r;
                next_result_i[8] = prev_out_i;
            end
            4'd2 : begin
                next_result_r[4] = prev_out_r;
                next_result_i[4] = prev_out_i;
            end
            4'd3 : begin
                next_result_r[12] = prev_out_r;
                next_result_i[12] = prev_out_i;
            end
            4'd4 : begin
                next_result_r[2] = prev_out_r;
                next_result_i[2] = prev_out_i;
            end
            4'd5 : begin
                next_result_r[10] = prev_out_r;
                next_result_i[10] = prev_out_i;
            end
            4'd6 : begin
                next_result_r[6] = prev_out_r;
                next_result_i[6] = prev_out_i;
            end
            4'd7 : begin
                next_result_r[14] = prev_out_r;
                next_result_i[14] = prev_out_i;
            end
            4'd8 : begin
                next_result_r[1] = prev_out_r;
                next_result_i[1] = prev_out_i;
            end
            4'd9 : begin
                next_result_r[9] = prev_out_r;
                next_result_i[9] = prev_out_i;
            end
            4'd10 : begin
                next_result_r[5] = prev_out_r;
                next_result_i[5] = prev_out_i;
            end
            4'd11 : begin
                next_result_r[13] = prev_out_r;
                next_result_i[13] = prev_out_i;
            end
            4'd12 : begin
                next_result_r[3] = prev_out_r;
                next_result_i[3] = prev_out_i;
            end
            4'd13 : begin
                next_result_r[11] = prev_out_r;
                next_result_i[11] = prev_out_i;
            end
            4'd14 : begin
                next_result_r[7] = prev_out_r;
                next_result_i[7] = prev_out_i;
            end
            4'd15 : begin
                next_result_r[15] = prev_out_r;
                next_result_i[15] = prev_out_i;
                next_sort = 0;
                n_seq = 1'b1;
            end
        endcase
    end
end
always@(posedge clk or negedge rst_n) begin
    if(!rst_n)begin
        prev_out_r <= 0;
        prev_out_i <= 0;
        for (i = 0; i < 16; i = i+1) begin
            result[i] <= 0;
        end
        sort <= 0;
        j <= 0;
        answer <= 0;
        count <= 0;
        seq <= 0;
    end
    else begin
        prev_out_r <= out_r;
        prev_out_i <= out_i;
        seq <= n_seq;
        for (i = 0; i < 16; i = i+1) begin
            result[i] <= next_result_r[i];
            result[i+16] <= next_result_i[i];
        end
        sort <= next_sort;
        if(n_seq) begin
            answer <= result[j];
            j <= next_j + 1;
        end
        if(start_sorting)count <= next_count + 1;
    end
end
endmodule
[./config.mk]
export PLATFORM = sky130hd
export DESIGN_NAME = SORTING
export DESIGN_NICKNAME = SORTING
export VERILOG_FILES = /design/flow/design.v
export SDC_FILE = /design/flow/constraint.sdc
export NUM_CORES = 4
export LEC_CHECK = 1
export CORE_UTILIZATION = 40
==> CHANGELOG.md <==
### Implementation results

* Clk pwr share at 0.469
* Highest cell delay on the worst timing path at 900 ps
* WP data required at 4950 ps
* Tool warnings at 25
* Post-route cell area at roughly 17000 µm²
* Critical path origin: j[4]
* Critical Path Slowest Stage Cell: nor2_1
* Status: finished, final reports clean
* Antenna diodes at 0
* Final hold violation count at 0
* Flop2flop setup slack at 1350 ps
* Row count at just under 70
* Combinational power share at 0.018
* # setup viols final at 0
* Initial drt markers at roughly 580
* Detailed-route via count at 8157
* Leak at just under 0.007 µW
* Area leader share at 0.276
* DPL Wire Length at about 24 mm
* Mapped Area at between 10000 and 15000 µm²
* Max_cap viols at 0
* Sequential power share at 0.514
* Crit-path max FO at 23
* Area grow syn2layout at 14.1%
* Power Dens Cells at approximately 370 nW/µm²
* Syn Inst Count at a little under 1000
* Main synth FF type: dlxtn_1
* Vias in the first global route at roughly 8500
* Cells resized by post-CTS repair at 0
* Final setup skew at ~14 ps
* Register pins left without a clock at 265
* Root buffer cell: clkbuf_16
* Sw Ratio at 0.201
* Ordered list of cells on the worst path: nor2_1 -> nand2_1 -> nand2_1 -> a211oi_1 -> o21ai_0 -> o31a_1
* Cell area after placement at 15700 µm²
* Syn_area_per_cell at approximately 15 µm²
* Top cells, area: dfrtp_1, edfxtp_1, dlxtn_1
* Global-route wire length before repair at about 58 mm
* Final setup margin at ~1400 ps
* TritonCTS clock tree: built
* Later-pin clock latency in the skew report at 520 ps
* RSZ-0062 raised after global routing: no
* Most used cell, CP: nand2_1
* DRT antenna net count at 0
* Element type at the critical path start: flop
* Residual DRC count at 0
* Ys flops at ~560
* Initial core utilization at 0.411
* Max Slew Vio Count at 0
* Arr. time, crit path at ~3600 ps
* All-Layer GR Usage at 0.230
* Setup TNS at 0 ps
* Core Box Area at between 30000 and 40000 µm²
* Async SR Flop Fraction at 0.293
* Critical path type: flop to flop
* Final min period at between 3000 and 4000 ps
* Place WS at ~1400 ps
* Largest net degree at the start of global routing at 100
* Max_slew headroom at 0.292
* Die Area at between 30000 and 40000 µm²
* DRT Pass-1 Iters at 5
* Vias/cell at between 5 and 6
* Min-delay worst type: input pin to async pin
* CTS H-tree lvls at 2
* Port bufs at 27
* Post-synth top area cell: dfrtp_1
* Critical Path End: answer[7]
* Period utilization at 0.700
* Sw power at roughly 1200 µW
* R2R depth at 6
* Number of enable flip-flop cells at around 130
* Maximum vdd drop at 0.216 mV
* Die Height at 194 µm
* DRT Wirelength at a little under 40 mm
* Tightest Pin Transition at 1060 ps
* Yosys warns at 4
* Crit. End Element: flop
* Wire per inst at about 26 µm
* # IOs at 28
* CTS Hold Buffers Added at 0
* Grt ovf at 0
* Netlist cell types at between 60 and 70
* Chip Width at 194 µm
* CTS max path bufs at 3
* Routability cong. at 0.960
* R2r startpoint: j[4]
* Share of cells above drive strength 1 at 0.104
* FF-to-FF End: answer[7]
* Internal power at 4930 µW
* Endpoints left unconstrained at approximately 520
* Post-CTS Setup Inserts at 0
* Power after layout at ~6200 µW
* TritonCTS buffer count at 36
* Initial antenna violation count at 0
* Worst-path clk slew at roughly 60 ps
* Max Clk Rate at 318 MHz
* Synthesis area per yosys at about 15000 µm²
* Yosys Instances at 977
-- layer usage --
metal / wire, µm / GRT usage / part of all wire
met4: 1350 / 0.0644 / 0.035
met3: 4860 / 0.120 / 0.12
met1: 15300 / 0.330 / 0.39
met2: 17600 / 0.322 / 0.45
met5: 88 / 0.0166 / 0.0022
-- worst min path at each step --
stage	cells after the start	slack, ps	end
CTS	1	380	prev_out_i[5]
global route	1	370	prev_out_i[5]
finish	1	350	prev_out_r[6]
-- registers in the layout, indices dropped and copies added (netlist names) --
name           flops
next_j             5
next_result_r    128
result           256
count              4
seq                1
answer             8
next_result_i    128
prev_out_i         8
sort               1
j                  5
prev_out_r         8
next_count         4
-- cell usage after synthesis (all sizes together) (7+ instances only) --
master  number
dfrtp      163
nand2       49
dlxtn      256
mux2         7
nand3       36
a22o        11
a31oi       11
a22oi       24
a21oi       14
nor2b       11
edfxtp     128
nor3        13
dlxtp        9
nand3b       8
a32oi        9
mux2i       32
clkbuf      11
nor2        31
buf         29
o21ai       28
-- per-stage QoR --
step,util,cells,hold WS [ps]
after floorplan,-,977,431
after global placement,0.436,1458,513
after detailed placement,0.436,1458,526
after CTS,0.469,1522,378
after global routing,0.469,1522,367
final,0.469,1522,348
-- critical path, delay by kind of cell (launching register included) --
kind / cells / cell delay (ps)
flops: 1 / 640
compound gates: 3 / 370
simple gates: 3 / 2060
-- cell families (layout without fill, tap and decap cells) --
kind of cell | after synthesis | after routing | synth area share
xor+xnor | 5 | 5 | 0.00297
buf+inv | 42 | 126 | 0.0165
compound gates | 137 | 137 | 0.0682
mux | 45 | 45 | 0.0365
simple gates | 190 | 190 | 0.0678
flops | 291 | 291 | 0.537
fa+ha+maj | 2 | 2 | 0.00170
latches | 265 | 265 | 0.269
-- power groups by stage --
| stage | Sequential (µW) | Combinational [µW] | Clock, µW |
|---|---|---|---|
| 4_1_cts | 3170 | 114 | 2950 |
| 5_1_grt | 3200 | 123 | 3060 |
| 6_report | 3170 | 110 | 2890 |
-- area by class of cell --
cell class,instances,area (µm²)
Clock inverter,8,141
Tap cell,461,577
Sequential cell,556,11900
Multi-Input combinational cell,379,2620
Fill cell,3054,19100
Inverter,2,7.51
Clock buffer,56,1050
Timing Repair Buffer,60,548
-- cell usage in the layout, fill, tap and decap left out, types with 13 or more instances in the layout --
cell	instances
a21oi_1	13
a22oi_1	23
buf_4	31
clkbuf_1	14
clkbuf_16	37
clkdlybuf4s50_1	26
dfrtp_1	160
dlxtn_1	256
edfxtp_1	128
mux2i_1	32
nand2_1	48
nand3_1	36
nor2_1	30
o21ai_0	26
Power figures rest on the tool's default switching activity, not on a simulated workload.
